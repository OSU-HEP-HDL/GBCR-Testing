<file path="design/flow/design.v">
`timescale 1ns / 1ps
module DataX0Y3(
    input tx_clk,
    input reset,
    input enableInj,
    output [15:0] errorInj,
    output [31:0] txdata3
    );
reg [29:0] counter = 30'h0000000; 
wire injection;
reg [15:0] errorInjReg = 16'd0; 
assign injection = (counter == 30'H010A0A0A);
reg [126:0] prbs71=127'b1111_1110_1010_1001_1001_1101_1101_0010_1100_0110_111101101011011001001000111000010111110010101110011010001001111000101000011000001000000; 
reg [31:0] txdata3_r; 
	always @(posedge tx_clk)
	begin
    if(reset)
    begin
        counter <= 30'h0000000;   
        errorInjReg <= 16'd0; 
        prbs71=127'b1111_1110_1010_1001_1001_1101_1101_0010_1100_0110_111101101011011001001000111000010111110010101110011010001001111000101000011000001000000; 
    end
    else
    begin
		 prbs71[126:0]<={ prbs71[3:0],prbs71[126:4]};
		 txdata3_r[31:0]<= {{prbs71[3],prbs71[3],prbs71[3],prbs71[3],prbs71[3],prbs71[3],prbs71[3],prbs71[3]},
		                       {prbs71[2],prbs71[2],prbs71[2],prbs71[2],prbs71[2],prbs71[2],prbs71[2],prbs71[2]},
		                       {prbs71[1],prbs71[1],prbs71[1],prbs71[1],prbs71[1],prbs71[1],prbs71[1],prbs71[1]},
		                       {prbs71[0],prbs71[0],prbs71[0],prbs71[0],prbs71[0],prbs71[0],prbs71[0],prbs71[0]}};
       if(enableInj)
        begin
            counter = counter + 1;
            if(injection) 
            begin
                errorInjReg = errorInjReg + 1;    
                txdata3_r[31:0]<= {{prbs71[3],prbs71[3],prbs71[3],prbs71[3],prbs71[3],prbs71[3],prbs71[3],prbs71[3]},
		                       {prbs71[2],prbs71[2],prbs71[2],prbs71[2],prbs71[2],prbs71[2],prbs71[2],prbs71[2]},
		                       {prbs71[1],prbs71[1],prbs71[1],prbs71[1],prbs71[1],prbs71[1],prbs71[1],prbs71[1]},
		                       {~prbs71[0],~prbs71[0],~prbs71[0],~prbs71[0],~prbs71[0],~prbs71[0],~prbs71[0],~prbs71[0]}};
             end
        end
     end
	end
   assign txdata3=txdata3_r;
   assign errorInj = errorInjReg;
endmodule
`timescale 1ns / 1ps
module Data_Source(
input [7:0] Tx_clk,
input reset,
input [7:0] enableInj,
output [16*8-1:0] Rx_injectErrorCount,
output [32*8-1:0] Tx_data           
);
wire [31:0] tx_random[7:0];
genvar i;
generate
for(i=0;i<8;i=i+1)
begin: loop_tx_ch
    if (i!=3) 
    begin
        PRBS31Gen32b PRBS31Gen32b_inst(
        .enableInj(enableInj[i]),
        .reset(reset),
        .errorInj(Rx_injectErrorCount[16*i+15:16*i]),
        .clk(Tx_clk[i]),
        .random(tx_random[i])
        );
    end
end
endgenerate
wire [31:0] txdata0;
wire [31:0] txdata1;
wire [31:0] txdata2;
wire [31:0] txdata3;
wire [31:0] txdata4;
wire [31:0] txdata5;
wire [31:0] txdata6;
wire [31:0] txdata7;
genvar j;
generate 
    for(j=0;j<32;j=j+1) begin
        assign txdata0[j] = tx_random[0][31-j];
        assign txdata1[j] = tx_random[1][31-j]; 
        assign txdata2[j] = tx_random[2][31-j];
        assign txdata4[j] = tx_random[4][31-j]; 
        assign txdata5[j] = tx_random[5][31-j];
        assign txdata6[j] = tx_random[6][31-j]; 
        assign txdata7[j] = tx_random[7][31-j]; 
    end
endgenerate
DataX0Y3 DataX0Y3_inst(
    .tx_clk(Tx_clk[3]),
    .reset(reset),
    .enableInj(enableInj[3]),
    .errorInj(Rx_injectErrorCount[16*3+15:16*3]),
    .txdata3(txdata3)
    );
assign Tx_data = {txdata7,txdata6,txdata5,txdata4,txdata3,txdata2,txdata1,txdata0};
endmodule
`timescale 1ns / 1ps
module PRBS31Gen32b(
    input clk,
    input reset,     
    input enableInj,
    output [15:0] errorInj,
    output reg[31:0] random=32'hffffffff
);
reg [29:0] counter = 30'h0000000; 
reg [15:0] errorInjReg = 16'd0; 
reg [31:0] prbs = 32'hffffffff;
wire [31:0] gprbs;
assign gprbs[31:4]=prbs[30:3]^prbs[27:0];
assign gprbs[3:0]={prbs[2:0],gprbs[31]}^gprbs[31:28];
wire injection;
assign injection = (counter == 30'H010A0A0A);
always @(posedge clk)
begin
    if(reset)
    begin
        counter <= 30'h0000000;   
        errorInjReg <= 16'd0; 
        prbs     <= 32'hffffffff;
    end
    else 
    begin
        if(enableInj)
        begin
            counter = counter + 1;
            if(injection)
            begin
                errorInjReg = errorInjReg + 1;            
            end
        end
        prbs[31:4]<=prbs[30:3]^prbs[27:0];
        prbs[3:0]<={prbs[2:0],gprbs[31]}^gprbs[31:28]; 
        random[31:0]<={prbs[31:1],(injection&enableInj)^prbs[0]}; 
    end
end
    assign errorInj = errorInjReg;
endmodule
</file>
<file path="design/flow/config.mk">
export PLATFORM = sky130hd
export DESIGN_NAME = Data_Source
export DESIGN_NICKNAME = Data_Source
export VERILOG_FILES = /design/flow/design.v
export SDC_FILE = /design/flow/constraint.sdc
export NUM_CORES = 4
export LEC_CHECK = 1
export CORE_UTILIZATION = 50
</file>
<file path="design/flow/constraint.sdc">
current_design Data_Source

set clk_period 13.7
set clk_io_pct 0.2

create_clock -name clk0 -period $clk_period [get_ports {Tx_clk}]

set non_clock_inputs [all_inputs -no_clocks]
set_input_delay [expr $clk_period * $clk_io_pct] -clock clk0 $non_clock_inputs
set_output_delay [expr $clk_period * $clk_io_pct] -clock clk0 [all_outputs]
</file>
<file path="design/flow/run.sh">
#!/bin/bash
# OpenROAD 26Q1-2900-gdf79404cd8, Yosys 0.63+post, stock flow scripts
make -C /OpenROAD-flow-scripts/flow DESIGN_CONFIG=/design/flow/config.mk WORK_HOME=/design/flow/orfs finish
</file>
==> impl_report.txt <==
PHYSICAL IMPLEMENTATION REPORT
----------------------------------------------------
[Floorplanning]
  Total die area ........................ 0.07163 sq mm
  Number of core rows ........................ 97
  Vertical die dimension ........................ 267.6 um
  IO Pins ........................ 401
  Die boundary width ........................ 267.6 um
  Initial cell density of the core ........................ 0.5047
  Placeable core region ........................ 0.06991 sq mm

[Worst setup path]
  Cells traversed along the worst timing path ........................ clkdlybuf4s50_1 > nor4bb_1 > nand4_1 > nor4_1 > xnor2_1 > nor2_1
  Setup crit start kind ........................ primary input
  Critical Path End Type ........................ register
  Number of stages on the worst setup path ........................ 6
  Worst setup path startpoint ........................ enableInj[7]
  Worst EP required ........................ 13.87 ns
  CP delay by family, top ........................ simple AND/OR/NAND/NOR gates
  Bufs and invs on worst path ........................ 1
  CP max-delay cell ........................ sky130_fd_sc_hd__nand4_1
  Longest individual stage delay on the worst path ........................ 0.71 ns
  Crit Path Max Fanout ........................ 16
  Number of cell instances on the worst register-to-register path ........................ 6
  Data arrival time at the worst-slack endpoint ........................ 5.23 ns
  Register-to-register setup slack ........................ about 11 ns
  Category of the most critical setup path ........................ primary input to register

[Place]
  Placer's final routability congestion estimate ........................ 0.8483
  Instance area after placement ........................ 0.03979 sq mm
  Placement Setup Slack ........................ 8.350 ns
  Input/output buffers ........................ 393
  Detailed Place HPWL ........................ 48220 um

[Worst hold path]
  Hold WC Path Type ........................ register to register

[STA]
  Endpoints failing setup ........................ 0
  Minimum clock period after layout ........................ 5.063 ns
  Setup TNS ........................ 0 ns
  Achievable Freq ........................ 197.5 MHz
  Tightest slew margin relative to the limit ........................ 0.3794
  Final worst path period share ........................ 0.3696
  Final setup slack of the worst path ........................ 8.637 ns
  Least-Margin Pin Slew ........................ between 0.9 and 1 ns
  RSZ-0062 raised after global routing ........................ no
  Max Transition Viols Final ........................ 0
  Final Hold Fails ........................ 0
  Final worst clock skew ........................ 0.002834 ns

[Final layout]
  Core occupancy in the finished layout ........................ 0.6087
  Post-synthesis to final-layout area growth ........................ 20.61%
  Top library cells by usage in the layout, fill and taps aside ........................ 719 x sky130_fd_sc_hd__dfxtp_1, 392 x sky130_fd_sc_hd__clkdlybuf4s50_1, 382 x sky130_fd_sc_hd__nor2_1
  Top logic cell by instance count in the layout ........................ sky130_fd_sc_hd__dfxtp_1
  Fraction of final layout cells sized beyond drive strength 1 ........................ 0.06761
  Fin area ........................ 0.04255 sq mm

[Global route]
  Number of antenna violations at the first check in global routing ........................ 0
  Overflow left after global routing ........................ 0
  Largest net degree at the start of global routing ........................ approximately 170
  Global-route usage over all layers ........................ 0.2094
  Global-route wire length before repair ........................ 113200 um
  Via count of the first global-routing pass ........................ 21280

[Pwr]
  Net switching power ........................ between 0.0015 and 0.002 W
  Internal power consumption ........................ 0.005411 W
  Overall power ........................ roughly 0.007 W
  Combinational power share ........................ 0.156
  Switching Share ........................ 0.2238
  IR Drop Worst-Case VDD ........................ approximately 0.09 mV
  Sequential group share of total power ........................ 0.559
  P_leak ........................ 14.86 nW
  Power density normalized to cell area ........................ 163.8 mW/mm^2
  Fraction of power consumed by the clock network ........................ 0.285

[Yosys]
  XOR-XNOR Cells, Area Fraction ........................ 0.1375
  Top area contributor share ........................ 0.4080
  FA/HA/MAJ Cells, Area Fraction ........................ 0.008512
  # Cells Yosys ........................ 3279
  Proportion of synthesized chip area in sequential cells ........................ 0.6020
  Number of different library cells in the post-synthesis netlist ........................ 48
  Simple-gate area share of the yosys netlist ........................ 0.2124
  Chip area line of the yosys report ........................ 0.03528 sq mm
  Post-synth tally of flip-flops with integrated enable ........................ 228
  Post-Syn Area per Cell ........................ 10.76 sq um
  Share of flip-flops with an asynchronous set or reset after synthesis ........................ 0
  #FFs+latches synth ........................ between 900 and 1000
  AO/OA Area Share ........................ 0.01199
  Netlist area before placement ........................ about 0.035 sq mm
  Post-synthesis cell type with the largest combined area ........................ sky130_fd_sc_hd__dfxtp_1
  Top_reg_cell synth ........................ sky130_fd_sc_hd__dfxtp_1
  MUX area fraction ........................ 0.001596
  Leading cell types by total area after synthesis ........................ sky130_fd_sc_hd__dfxtp_1 41%, sky130_fd_sc_hd__edfxtp_1 19%, sky130_fd_sc_hd__xnor2_1 8.9%, sky130_fd_sc_hd__xor2_1 4.8%, sky130_fd_sc_hd__nor2_1 4.1%
  Cells after synthesis ........................ about 3300
  YS warnings ........................ 3
  Dominant combinational family ........................ simple AND/OR/NAND/NOR gates

[Clock tree]
  Post-cts resize count ........................ 0
  Number of buffers added for setup after CTS ........................ 0
  Clock latency (worst-skew pair) ........... 0.30 ns
  Number of clock sinks seen by CTS ........................ 947
  Clock-pin transition on the worst setup and hold timing paths ........................ around 0.060 ns
  Number of buffers inserted by hold repair at cts ........................ 0
  TritonCTS clock tree ........................ built

[Routing]
  Average routed wire per standard cell ........................ ~15 um
  First-pass detailed-route iteration total ........................ 6
  Via count ........................ 22990
  Number of vias per cell after detailed routing ........................ 4.988
  Antenna diodes ........................ 0
  Iteration-0 DRC Markers ........................ 1638
  Post-route antenna net violation count ........................ 0
  Routed wire length ........................ 70610 um
  Post-route DRC violation count ........................ 0

[Job]
  Total of max-cap violations ........................ 0
  OpenROAD warning count ........................ 611

[Run status]
  Result of the run ........................ finished clean

----------------------------------------------------
worst reg2reg max path, delay by kind of cell (launching register included):
family                   cells  cell delay (ns)
AND/OR/NAND/NOR              4             1.63
flip-flops                   1             0.42
multiplexers                 1             0.36
adder cells (fa/ha/maj)      1             0.18
layer usage:
layer / vias to the layer above / share of wire / routed length (um) / global-route usage
met4: 0 / 0.017 / 1178 / 0.03382
met3: 68 / 0.065 / 4587 / 0.06670
met5: - / 0 / 0 / 0
li1: 11770 / - / - / -
met1: 10740 / 0.46 / 32600 / 0.3352
met2: 407 / 0.46 / 32240 / 0.2999
layout make-up:
type	count	area [sq um]
clock inverter	60	733.2
inverter	46	180.2
timing repair buffer	407	4069
multi-input combinational	2124	13120
clock buffer	84	2027
sequential	947	21240
tap	940	1176
fill	5465	27360
synth_stat cells, drive strengths merged, types with 2 or more instances:
| cell | instances |
|---|---|
| o21ai | 22 |
| inv | 46 |
| dfxtp | 719 |
| xor2 | 195 |
| nor2 | 383 |
| and4 | 30 |
| mux2 | 5 |
| a21o | 4 |
| nand4b | 2 |
| nor3b | 2 |
| nand3 | 134 |
| or4 | 6 |
| nor4b | 43 |
| nor4 | 87 |
| nand2 | 347 |
| nor3 | 62 |
| a21oi | 31 |
| edfxtp | 228 |
| and3 | 50 |
| nor4bb | 18 |
| nor2b | 68 |
| a31o | 3 |
| or3 | 15 |
| a211oi | 8 |
| or2 | 67 |
| ha | 24 |
| nand4 | 143 |
| and2 | 10 |
| xnor2 | 359 |
| buf | 58 |
| clkbuf | 104 |
flip-flops by register name, summed over array words and instances, names as in the netlist:
signal and flops:
loop_tx_ch.genblk1.PRBS31Gen32b_inst.counter 210, DataX0Y3_inst.prbs71 127, DataX0Y3_inst.errorInjReg 16, loop_tx_ch.genblk1.PRBS31Gen32b_inst.prbs 224
DataX0Y3_inst.counter 30, loop_tx_ch.genblk1.PRBS31Gen32b_inst.random 224, DataX0Y3_inst.txdata3_r 4, loop_tx_ch.genblk1.PRBS31Gen32b_inst.errorInjReg 112
power by group through the flow:
stage | registers, W | clock network [W] | logic, W
6_report | 0.00390 | 0.00198 | 0.00109
5_1_grt | 0.00397 | 0.00251 | 0.00122
4_1_cts | 0.00391 | 0.00240 | 0.00111
worst min-delay path by stage:
stage                                                            start                                            endpoint  depth (start not counted)
after CTS             loop_tx_ch[2].genblk1.PRBS31Gen32b_inst.prbs[31]  loop_tx_ch[2].genblk1.PRBS31Gen32b_inst.random[31]                          0
final                 loop_tx_ch[7].genblk1.PRBS31Gen32b_inst.prbs[31]  loop_tx_ch[7].genblk1.PRBS31Gen32b_inst.random[31]                          0
after global routing  loop_tx_ch[2].genblk1.PRBS31Gen32b_inst.prbs[31]  loop_tx_ch[2].genblk1.PRBS31Gen32b_inst.random[31]                          0
kinds of logic (layout without fill, tap and decap cells):
logic type                 after synthesis  count (layout)
buffers and inverters                  208             597
AOI/OAI and AO/OA                       73              73
xor gates and xnor gates               554             554
DFF                                    947             947
and+or+nand+nor                       1468            1468
muxes                                    5               5
adders and majority gates               24              24
metrics by stage:
stage	std cells	hold slack, ns
3_5_place_dp	4464	0.3887
4_1_cts	4608	0.4035
5_1_grt	4608	0.4065
6_report	4608	0.4036
3_3_place_gp	4464	0.3859
2_1_floorplan	3279	0.3855
Power figures rest on the tool's default switching activity, not on a simulated workload.
